`flow/design.v`:
```
`timescale 1 ps / 1 ps
module new_component (
		input  wire [7:0]  	s0_address,     
		input  wire        	s0_read,        
		output reg  [31:0] 	s0_readdata,    
		input  wire        	s0_write,       
		input  wire [31:0] 	s0_writedata,   
		input  wire        	clk,          	 
		input  wire        	reset,			 
		output wire	[7:0]		led				 
	);
	reg [31:0] count;
	reg [31:0] duty;
	reg [31:0] period;
	always @(posedge clk)
	begin
		case(s0_address)
			8'h00   : s0_readdata <= period;
			8'h01   : s0_readdata <= duty;
			8'h02   : s0_readdata <= count;
			default : s0_readdata <= 0;
		endcase
	end
	always @(posedge clk)
	begin
		if(reset)
		begin
			duty  <= 0;
			period <= 0;
		end
		else if(s0_write)
		begin
			case(s0_address)
				8'h00   : period <= s0_writedata;
				8'h01   : duty   <= s0_writedata;
			endcase
		end
	end
	always @(posedge clk)
	begin
		if(reset)
			count <= 0;
		else if(count>=period)
			count <= 0;
		else
			count <= count+1;
	end
	assign led = (count<=duty) ? 8'hff : 8'h00;
endmodule
```
`flow/config.mk`:
```
export PLATFORM = sky130hd
export DESIGN_NAME = new_component
export DESIGN_NICKNAME = new_component
export VERILOG_FILES = /design/flow/design.v
export SDC_FILE = /design/flow/constraint.sdc
export NUM_CORES = 4
export LEC_CHECK = 1
export CORE_UTILIZATION = 40
```
`flow/constraint.sdc`:
```
current_design new_component

set clk_period 12.1
set clk_io_pct 0.2

create_clock -name clk0 -period $clk_period [get_ports {clk}]

set non_clock_inputs [all_inputs -no_clocks]
set_input_delay [expr $clk_period * $clk_io_pct] -clock clk0 $non_clock_inputs
set_output_delay [expr $clk_period * $clk_io_pct] -clock clk0 [all_outputs]
```
`flow/run.sh`:
```
#!/bin/bash
# OpenROAD 26Q1-2900-gdf79404cd8, Yosys 0.63+post, stock flow scripts
make -C /OpenROAD-flow-scripts/flow DESIGN_CONFIG=/design/flow/config.mk WORK_HOME=/design/flow/orfs finish
```
==> reports/qor.yml <==
grt:
  met3_usage_pct: 3.48
  grt_busiest_layer: "met2"
  overflow: 0
  grt_usage_pct: 20.0
  grtUsageMet2_pct: 31.0
  met1_usage_pct: 30.7
  grt_max_degree: 66
  grt_pass1_wl_um: 25800
  antenna_found_initial: 0
  grt_pass1_vias: 5016
synth:
  edf_count: 0
  synth_cell_types: 39
  ff_type: "dfxtp_1"
  postSynthSeqShare_pct: 38.6
  synth.avg_cell_area_um2: 7.90
  ys_area_um2: 6650
  synthesis.area_um2: 6650
  yosys_cells: 841
  synthCells: 841
  yosysWarnings: 1
  ys_async_sr_fraction_pct: 0
  synth_flops: 128
floorplanning:
  pin_count: 84
  coreArea_um2: 16100
  dieArea_um2: 17100
  fp_util_pct: 41.4
  num_rows: 46
  fp.dieH_um: 131
  die_w_um: 131
timing:
  hold_viol_final: 0
  setup_viol: 0
  fin_worst_skew_ns: 0.0101
  slew-limit-headroom_pct: 44.5
  rsz0062_at_grt: "false"
  drv_slew: 0
  fin_crit_ns: 5.45
  fmax_ghz: 0.184
  setup_tns_ns: 0
  period_used_pct: 45.0
  tightest_slew_ns: 0.832
worst_setup_path:
  required_ns: 9.68
  path_class: "reg -> out"
  crit_chain: "ha_1 > nor2b_1 > o211ai_1 > a21oi_1 > o21a_1 > o31a_1 > o41ai_1 > buf_4 > clkdlybuf4s50_1"
  cpMaxStageDelayCell: "dfxtp_1"
  crit_arrival_ns: 3.03
  cp_num_buf_inv: 2
  critPathLaunchType: "register"
  crit_family: "AND-OR/OR-AND gates"
  end_kind: "primary output"
  critPathMaxStageDelay_ns: 0.47
  worstPathMaxFanout: 8
cts:
  clkSinkCount: 128
  clk_path_buf_depth: 2
  cts_resized: 0
  clk_pin_slew_worst_paths_ns: 0.06
  cts_buffers: 17
  cts_tree: "yes"
  cts-root-buf: "clkbuf_16"
  clkLatencyLatePin_ns: 0.41
  cts_setup_buffers: 0
  cts_htree_levels: 4
  cts_hold_buf: 0
power:
  switching_share_pct: 20.7
  p_comb_share_pct: 3.9
  power.leakage_nw: 3.02
  p_sw_w: 0.000195
  p_per_area_nw_per_um2: 116
  p_int_w: 0.000749
  p_clk_share_pct: 51.3
  power_frac_seq_pct: 44.7
  irDropWorstVdd_mv: 0.0986
drt:
  totalWireLength_um: 15900
  vias: 5547
  antenna-diode-count: 0
  vias_per_cell: 4.89
  first_pass_iters: 4
  drc: 0
  drt-initial-drc-count: 281
  drt.antenna.violating_nets: 0
  wl_per_cell_um: 14.0
placed_design:
  dp_hpwl_um: 10900
  gp_congestion: 0.822
  io_buffers: 82
finish:
  postLayoutCoreUtil_pct: 50.5
  drive_above_1_share_pct: 4.68
  lay_top_cells: "156 x nand2_1, 128 x dfxtp_1, 118 x a21oi_1"
  final_common_cell: "nand2_1"
  area_growth_pct: 22.0
flow_run:
  openroad.warnings: 26
  maxCapViolations: 0
run_status:
  outcome: "completed"
min_path:
  hp-class: "reg -> reg"
## Yosys cell counts (2+ instances only)
cell      instances  share of area, %
clkbuf_1         25               1.4
a21oi_1         118               8.9
nor2b_1           7              0.66
xnor2_1           7              0.92
and3_1            8              0.75
buf_2             6              0.45
nand4_1          12               1.1
nand3_1          17               1.3
nor3_1            3              0.23
inv_1            64               3.6
o21ai_0          11              0.83
a21o_1            5              0.56
buf_6             6               1.0
o41ai_1           2              0.26
and4_1            7              0.92
dfxtp_1         128                39
nor2_1          109               6.2
mux2i_1          32               4.8
ha_1             65                12
nand2_1         156               8.8
buf_4             9               1.0
and2b_1           2              0.23
a211oi_1          4              0.45
xor2_1           23               3.0
## tightest hold or removal path: cells and delay by family, from the launching register on
family           cells  cell delay [ns]
AND/OR/NAND/NOR      1             0.05
AND-OR/OR-AND        1             0.05
flip-flops           1             0.32
## stage by stage
| step | setup WS (ns) | std cells | area (µm²) | total power (W) | hold WS, ns |
|---|---|---|---|---|---|
| 2_1_floorplan | 7.28 | 841 | 6650 | 0.000447 | 0.449 |
| 3_3_place_gp | 7.06 | 1103 | 7550 | 0.000469 | 0.459 |
| 3_5_place_dp | 7.05 | 1103 | 7550 | 0.000469 | 0.462 |
| 4_1_cts | 6.59 | 1134 | 8110 | 0.000951 | 0.468 |
| 5_1_grt | 6.40 | 1134 | 8110 | 0.000978 | 0.488 |
| 6_report | 6.65 | 1134 | 8110 | 0.000944 | 0.467 |
## metal layers
metal | part of all wire (%) | vias up
met2 | 44 | 126
met4 | 0.92 | 0
met3 | 5.7 | 8
met1 | 49 | 2504
met5 | 0 | -
li1 | - | 2909
## state kept, by name, indices dropped and copies added, names as in the netlist
name,count
duty,32
count,32
period,32
s0_readdata,32
## worst paths after layout
path	from	end	slack, ns	depth (start not counted)
worst max-delay path	count[1]$_SDFF_PP0_	led[4]	6.65	9
worst min-delay path	duty[31]$_SDFFE_PP0P_	duty[31]$_SDFFE_PP0P_	0.47	2
worst max register to register	count[0]$_SDFF_PP0_	count[15]$_SDFF_PP0_	9.33	9
worst min register to register	duty[31]$_SDFFE_PP0P_	duty[31]$_SDFFE_PP0P_	0.47	2
## layout make-up
cell class / count / area [µm²]
clock buffer: 26 / 509
clock inverter: 5 / 52.6
fill: 1548 / 7950
inverter: 64 / 240
multi-input combinational: 602 / 3580
sequential: 128 / 2560
tap: 216 / 270
timing repair buffer: 93 / 893
## power by group through the flow
stage | Clock [W] | Combinational, W | Sequential, W
CTS | 0.000492 | 0.0000374 | 0.000422
global route | 0.000516 | 0.0000398 | 0.000422
finish | 0.000485 | 0.0000371 | 0.000422
## logic make-up (layout without fill, tap and decap cells)
kind of cell / count (synthesis) / count (layout) / share of synthesized area, %
AOI/OAI and AO/OA: 146 / 146 / 11.8
xor gates and xnor gates: 30 / 30 / 3.95
adders and majority gates: 65 / 65 / 12.2
buffers and inverters: 111 / 188 / 7.57
DFF: 128 / 128 / 38.6
muxes: 32 / 32 / 4.82
and+or+nand+nor: 329 / 329 / 21.1
Power and IR drop assume default switching activity.
